[flow/config.mk]
export PLATFORM = sky130hd
export DESIGN_NAME = sigmoid9slices
export DESIGN_NICKNAME = sigmoid9slices
export VERILOG_FILES = /design/flow/design.v
export SDC_FILE = /design/flow/constraint.sdc
export NUM_CORES = 4
export LEC_CHECK = 1
export CORE_UTILIZATION = 50
[flow/constraint.sdc]
current_design sigmoid9slices

set clk_period 11.6
set clk_io_pct 0.2

create_clock -name clk0 -period $clk_period [get_ports {clk}]

set non_clock_inputs [all_inputs -no_clocks]
set_input_delay [expr $clk_period * $clk_io_pct] -clock clk0 $non_clock_inputs
set_output_delay [expr $clk_period * $clk_io_pct] -clock clk0 [all_outputs]
[flow/design.v]
`timescale 1ns / 1ps
module sigmoid9slices (
    input wire clk,
    input wire rst_n,
    input wire signed [15:0] x0_in,  
    input wire signed [15:0] x1_in,  
    input wire valid_in,
    output reg signed [15:0] y0_out,  
    output reg signed [15:0] y1_out,  
    output reg valid_out
);
localparam signed [15:0] BP_0 = -16'sd12288;  
localparam signed [15:0] BP_1 = -16'sd9557;  
localparam signed [15:0] BP_2 = -16'sd6827;  
localparam signed [15:0] BP_3 = -16'sd4096;  
localparam signed [15:0] BP_4 = -16'sd1365;  
localparam signed [15:0] BP_5 = 16'sd1365;  
localparam signed [15:0] BP_6 = 16'sd4096;  
localparam signed [15:0] BP_7 = 16'sd6827;  
localparam signed [15:0] BP_8 = 16'sd9557;  
localparam signed [15:0] BP_9 = 16'sd12288;  
localparam signed [15:0] M_0 = 16'sd11;  
localparam signed [15:0] M_1 = 16'sd39;  
localparam signed [15:0] M_2 = 16'sd130;  
localparam signed [15:0] M_3 = 16'sd338;  
localparam signed [15:0] M_4 = 16'sd494;  
localparam signed [15:0] M_5 = 16'sd338;  
localparam signed [15:0] M_6 = 16'sd130;  
localparam signed [15:0] M_7 = 16'sd39;  
localparam signed [15:0] M_8 = 16'sd11;  
localparam signed [15:0] C_0 = 16'sd68;  
localparam signed [15:0] C_1 = 16'sd199;  
localparam signed [15:0] C_2 = 16'sd505;  
localparam signed [15:0] C_3 = 16'sd920;  
localparam signed [15:0] C_4 = 16'sd1024;  
localparam signed [15:0] C_5 = 16'sd1128;  
localparam signed [15:0] C_6 = 16'sd1543;  
localparam signed [15:0] C_7 = 16'sd1849;  
localparam signed [15:0] C_8 = 16'sd1980;  
localparam signed [15:0] SAT_LOW  = 16'sd5;  
localparam signed [15:0] SAT_HIGH = 16'sd2043;  
    reg s1_valid;
    reg signed [15:0] s1_x0, s1_x1;
    reg signed [15:0] s1_m0, s1_c0;
    reg signed [15:0] s1_m1, s1_c1;
    reg s1_sat_low0, s1_sat_high0;
    reg s1_sat_low1, s1_sat_high1;
    always @(posedge clk or negedge rst_n) begin
        if (!rst_n) begin
            s1_valid <= 0;
            s1_x0 <= 0; s1_x1 <= 0;
            s1_m0 <= 0; s1_c0 <= 0; s1_sat_low0 <= 0; s1_sat_high0 <= 0;
            s1_m1 <= 0; s1_c1 <= 0; s1_sat_low1 <= 0; s1_sat_high1 <= 0;
        end else begin
            s1_valid <= valid_in;
            s1_x0 <= x0_in;
            s1_x1 <= x1_in;
            if (x0_in < BP_0) begin
                s1_sat_low0 <= 1; s1_sat_high0 <= 0;  
                s1_m0 <= 0; s1_c0 <= 0;               
            end else if (x0_in >= BP_9) begin
                s1_sat_low0 <= 0; s1_sat_high0 <= 1;  
                s1_m0 <= 0; s1_c0 <= 0;               
            end else begin
                s1_sat_low0 <= 0; s1_sat_high0 <= 0;
                if (x0_in < BP_1) begin              
                    s1_m0 <= M_0; s1_c0 <= C_0;
                end else if (x0_in < BP_2) begin     
                    s1_m0 <= M_1; s1_c0 <= C_1;
                end else if (x0_in < BP_3) begin                       
                    s1_m0 <= M_2; s1_c0 <= C_2;
                end else if (x0_in < BP_4) begin
                    s1_m0 <= M_3; s1_c0 <= C_3;
                end else if (x0_in < BP_5) begin
                    s1_m0 <= M_4; s1_c0 <= C_4;
                end else if (x0_in < BP_6) begin
                    s1_m0 <= M_5; s1_c0 <= C_5;
                end else if (x0_in < BP_7) begin
                    s1_m0 <= M_6; s1_c0 <= C_6;
                end else if (x0_in < BP_8) begin
                    s1_m0 <= M_7; s1_c0 <= C_7;
                end else begin
                    s1_m0 <= M_8; s1_c0 <= C_8;
                end
            end
            if (x1_in < BP_0) begin
                s1_sat_low1 <= 1; s1_sat_high1 <= 0;
                s1_m1 <= 0; s1_c1 <= 0;
            end else if (x1_in >= BP_9) begin
                s1_sat_low1 <= 0; s1_sat_high1 <= 1;
                s1_m1 <= 0; s1_c1 <= 0;
            end else begin
                s1_sat_low1 <= 0; s1_sat_high1 <= 0;
                if (x1_in < BP_1) begin
                    s1_m1 <= M_0; s1_c1 <= C_0;
                end else if (x1_in < BP_2) begin
                    s1_m1 <= M_1; s1_c1 <= C_1;
                end else if (x1_in < BP_3) begin
                    s1_m1 <= M_2; s1_c1 <= C_2;
                end else if (x1_in < BP_4) begin
                    s1_m1 <= M_3; s1_c1 <= C_3;
                end else if (x1_in < BP_5) begin 
                    s1_m1 <= M_4; s1_c1 <= C_4;
                end else if (x1_in < BP_6) begin
                    s1_m1 <= M_5; s1_c1 <= C_5;
                end else if (x1_in < BP_7) begin
                    s1_m1 <= M_6; s1_c1 <= C_6;
                end else if (x1_in < BP_8) begin
                    s1_m1 <= M_7; s1_c1 <= C_7;
                end else begin
                    s1_m1 <= M_8; s1_c1 <= C_8;
                end
            end
        end
    end
    reg s2_valid;
    reg signed [15:0] s2_y0, s2_y1;
    reg s2_sat_low0, s2_sat_high0;
    reg s2_sat_low1, s2_sat_high1;
    reg signed [31:0] mult_res0, mult_res1;
    always @(posedge clk or negedge rst_n) begin
        if (!rst_n) begin
            s2_valid <= 0;
            s2_y0 <= 0; s2_y1 <= 0;
            s2_sat_low0 <= 0; s2_sat_high0 <= 0;
            s2_sat_low1 <= 0; s2_sat_high1 <= 0;
        end else begin
            s2_valid <= s1_valid;
            s2_sat_low0 <= s1_sat_low0; s2_sat_high0 <= s1_sat_high0;
            s2_sat_low1 <= s1_sat_low1; s2_sat_high1 <= s1_sat_high1;
            mult_res0 = s1_m0 * s1_x0;
            s2_y0 <= (mult_res0 >>> 11) + s1_c0;
            mult_res1 = s1_m1 * s1_x1;
            s2_y1 <= (mult_res1 >>> 11) + s1_c1;
        end
    end
    always @(posedge clk or negedge rst_n) begin
        if (!rst_n) begin
            valid_out <= 0;
            y0_out <= 0; y1_out <= 0;
        end else begin
            valid_out <= s2_valid;
            if (s2_sat_low0)       y0_out <= SAT_LOW;
            else if (s2_sat_high0) y0_out <= SAT_HIGH;
            else                   y0_out <= s2_y0;
            if (s2_sat_low1)       y1_out <= SAT_LOW;
            else if (s2_sat_high1) y1_out <= SAT_HIGH;
            else                   y1_out <= s2_y1;
        end
    end
endmodule
[flow/run.sh]
#!/bin/bash
# OpenROAD 26Q1-2900-gdf79404cd8, Yosys 0.63+post, stock flow scripts
make -C /OpenROAD-flow-scripts/flow DESIGN_CONFIG=/design/flow/config.mk WORK_HOME=/design/flow/orfs finish
==> job_summary.md <==
## PnR job results

| Metric | Value |
|---|---|
| Outcome | `finished, final reports clean` |
| Clock power share | `0.220` |
| 1st-iter DRT viols | `roughly 580` |
| Gpl congestion | `0.896` |
| CP Capture Type | `flop` |
| CTS Buffer Depth | `2` |
| P_leak | `between 9 and 10 nW` |
| Remaining DRCs | `0` |
| PD cells | `about 140 mW/mm²` |
| Clk pin slew, worst setup/hold paths | `about 0.060 ns` |
| Top_reg_cell synth | `dfrtp_1` |
| CP Data Required Time | `between 10 and 15 ns` |
| Fin crit period | `slightly above 8 ns` |
| Switching portion of total power | `0.391` |
| Clock sinks | `~140` |
| Most frequent logic cell in the layout | `inv_1` |
| I/O Buffers | `67` |
| I/O pin count | `68` |
| Final period utilization | `0.696` |
| Largest net degree at the start of global routing | `59` |
| Top cell type's share of synthesized area | `0.306` |
| Die width | `179 µm` |
| DP HPWL | `between 20000 and 30000 µm` |
| Initial antenna violation count | `0` |
| Final Hold Fails | `0` |
| Cts hold-fix bufs | `0` |
| Sw Pwr | `970 µW` |
| Max FO, Critical Path | `16` |
| Final setup violation count | `0` |
| Final core occ | `0.565` |
| Die ar. | `0.0321 mm²` |
| Core Rows | `about 64` |
| Worst EP arrival | `around 8.4 ns` |
| Post-Route Setup TNS | `0 ns` |
| Slew @ Worst Pin | `0.892 ns` |
| Wirelength per Cell | `between 15 and 20 µm` |
| Most numerous logic cells after layout | `inv_1, fa_1, and2_1, dfrtp_1, ha_1` |
| Post-CTS Setup Bufs | `0` |
| Total GRT Usage | `0.234` |
| Combinational group share of total power | `0.513` |
| Synth warn | `1` |
| YS chip area | `between 0.015 and 0.02 mm²` |
| CTS resizes | `0` |
| Relative slew slack | `0.390` |
| Seq/Total Area, Yosys | `0.225` |
| Vias per inst | `between 5 and 6` |
| Slowest CP cell | `dfrtp_1` |
| RSZ-0062 raised after global routing | `false` |
| Area grow syn2layout | `10.6%` |
| FP Util | `0.511` |
| Sequential power share | `0.267` |
| Startpoint types | `flop` |
| Clk_skew | `approximately 0.0079 ns` |
| Chip Height | `about 180 µm` |
| Maxcap violations | `0` |
| Tool Warnings | `27` |
| Top cells by area | `fa_1, dfrtp_1, ha_1` |
| Post-synth EDFFs | `0` |
| DR pass1 iterations | `21` |
| Power Total | `~2.5 mW` |
| Post-placement cell count | `around 2000` |
| Final ANT Viol Nets | `0` |
| Cts bufs inserted | `17` |
| Max VDD drop | `0.116 mV` |
| Fmax | `124 MHz` |
| Global-route wire length before repair | `54900 µm` |
| H-tree depth | `4` |
| Flops & latches, synth | `141` |
| Hold Crit Class | `reg2reg` |
| Post-synth ARST share | `1.00` |
| Core area | `a little over 0.03 mm²` |
| Vias | `about 11000` |
| Share of cells above drive strength 1 | `0.0343` |
| Root buf cell | `clkbuf_16` |
| Post-synth top area cell | `fa_1` |
| Worst skew pair latency | `0.42 ns` |
| Largest stage delay on the critical path | `roughly 0.57 ns` |
| GRT overflow | `0` |
| Worst setup path class | `reg2reg` |
| Vias in the first global route | `10722` |
| Cell count after synthesis | `about 1600` |
| Final Non-Filler Cells | `~2000` |
| Distinct lib cells | `approximately 67` |
| Critical path's most frequent cell | `fa_1` |
| CTS tree | `done` |
| Count of pins over their slew limit | `0` |
| Antenna fix cells | `0` |
| Int Pwr | `1.51 mW` |
| Avg Cell Area, Syn | `approximately 10 µm²` |
| WL final | `between 30000 and 40000 µm` |
| Synthesized area | `around 0.016 mm²` |
| Cell count in the Yosys report | `around 1600` |
## Yosys cell counts (5+ instances only)
master	instances
a21o_1	27
nor4_1	6
o21a_1	15
xnor2_1	54
and2_1	151
and3_1	6
or2_2	7
nand4_1	6
fa_1	240
or3_1	8
o21ai_0	43
o211ai_1	5
nand3_1	15
nand2_1	123
nand2b_1	7
dfrtp_1	141
a21oi_1	48
ha_1	134
o31ai_1	7
clkbuf_1	28
xor2_1	17
o22ai_1	6
inv_1	307
nor2b_1	8
o2111ai_1	8
nor2_1	91
nor3_1	9
## cell families (layout without fill, tap and decap cells)
group,after synthesis,after routing,synth area share
fa+ha+maj,374,374,0.413
buf+inv,336,408,0.0808
mux,4,4,0.00287
simple gates,456,456,0.148
xor+xnor,72,72,0.0413
flops,141,141,0.225
compound gates,205,205,0.0896
## power by group through the flow
stage | sequential, mW | combinational (mW) | clock [mW]
CTS | 0.663 | 1.30 | 0.563
global route | 0.675 | 1.48 | 0.583
finish | 0.661 | 1.27 | 0.545
## critical path: cells and delay by family (launching register included)
family	cells	cell delay, ns
adders and majority gates	7	3.27
AOI/OAI and AO/OA	8	1.91
and+or+nand+nor	7	1.58
DFF	1	0.57
muxes	1	0.32
buffers and inverters	4	0.19
xor gates and xnor gates	1	0.08
## worst paths after layout
| path | start | endpoint | slack (ns) | depth (start not counted) |
|---|---|---|---|---|
| max in group asynchronous | rst_n | y1_out[12]$_DFF_PN0_ | 8.24 | 3 |
| worst max-delay path | s1_m1[6]$_DFF_PN0_ | s2_y1[14]$_DFF_PN0_ | 3.52 | 28 |
| worst min register to register | s1_sat_low1$_DFF_PN0_ | s2_sat_low1$_DFF_PN0_ | 0.35 | 0 |
| min in group asynchronous | rst_n | y0_out[14]$_DFF_PN0_ | 1.86 | 1 |
| worst max register to register | s1_m1[6]$_DFF_PN0_ | s2_y1[14]$_DFF_PN0_ | 3.52 | 28 |
| worst min-delay path | s1_sat_low1$_DFF_PN0_ | s2_sat_low1$_DFF_PN0_ | 0.35 | 0 |
## registers in the layout, indices dropped and copies added (netlist names), 7 cells and up
| register | cells |
|---|---|
| s1_x0 | 16 |
| s1_x1 | 16 |
| s1_c1 | 10 |
| s2_y0 | 16 |
| y0_out | 16 |
| s1_m1 | 7 |
| s2_y1 | 16 |
| s1_m0 | 7 |
| s1_c0 | 10 |
| y1_out | 16 |
## area by class of cell
type	instances	area, µm²
fill	2631	13400
multi-input combinational	1111	10900
sequential	141	3530
inverter	307	1150
timing repair buffer	69	687
tap	396	495
clock buffer	19	443
clock inverter	13	153
## layer usage
metal,vias to the layer above,GRT usage,part of all wire
met5,-,0.00641,0
met4,0,0.0147,0.0056
met3,13,0.0651,0.063
met2,243,0.321,0.43
met1,5239,0.411,0.50
li1,5115,-,-
## stage by stage
stage                     worst slack (ns)  cell area [µm²]  hold WS (ns)
after floorplan                       4.28            15700         0.331
after global placement                3.70            16800         0.333
after detailed placement              3.58            16800         0.335
after CTS                             3.54            17400         0.351
after global routing                  2.84            17400         0.355
final                                 3.52            17400         0.348
No activity file was given, so power comes from the tool's default toggle rates.
