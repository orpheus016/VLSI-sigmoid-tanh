--- ./design.v ---
`timescale 1ns / 1ps
module tanh9slices (
    input wire clk,
    input wire rst_n,
    input wire signed [15:0] x0_in,  
    input wire signed [15:0] x1_in,  
    input wire valid_in,
    output reg signed [15:0] y0_out,  
    output reg signed [15:0] y1_out,  
    output reg valid_out
);
    localparam signed [15:0] BP_0 = -16'sd6144;  
    localparam signed [15:0] BP_1 = -16'sd4779;  
    localparam signed [15:0] BP_2 = -16'sd3413;  
    localparam signed [15:0] BP_3 = -16'sd2048;  
    localparam signed [15:0] BP_4 = -16'sd683;  
    localparam signed [15:0] BP_5 = 16'sd683;  
    localparam signed [15:0] BP_6 = 16'sd2048;  
    localparam signed [15:0] BP_7 = 16'sd3413;  
    localparam signed [15:0] BP_8 = 16'sd4779;  
    localparam signed [15:0] BP_9 = 16'sd6144;  
    localparam signed [15:0] M_0 = 16'sd42;  
    localparam signed [15:0] M_1 = 16'sd154;  
    localparam signed [15:0] M_2 = 16'sd521;  
    localparam signed [15:0] M_3 = 16'sd1352;  
    localparam signed [15:0] M_4 = 16'sd1975;  
    localparam signed [15:0] M_5 = 16'sd1352;  
    localparam signed [15:0] M_6 = 16'sd521;  
    localparam signed [15:0] M_7 = 16'sd154;  
    localparam signed [15:0] M_8 = 16'sd42;  
    localparam signed [15:0] C_0 = -16'sd1912;  
    localparam signed [15:0] C_1 = -16'sd1650;  
    localparam signed [15:0] C_2 = -16'sd1039;  
    localparam signed [15:0] C_3 = -16'sd208;  
    localparam signed [15:0] C_4 = 16'sd0;  
    localparam signed [15:0] C_5 = 16'sd208;  
    localparam signed [15:0] C_6 = 16'sd1039;  
    localparam signed [15:0] C_7 = 16'sd1650;  
    localparam signed [15:0] C_8 = 16'sd1912;  
    localparam signed [15:0] SAT_LOW  = -16'sd2038;  
    localparam signed [15:0] SAT_HIGH = 16'sd2038;  
    reg s1_valid;
    reg signed [15:0] s1_x0, s1_x1;
    reg signed [15:0] s1_m0, s1_c0;
    reg signed [15:0] s1_m1, s1_c1;
    reg s1_sat_low0, s1_sat_high0;
    reg s1_sat_low1, s1_sat_high1;
    always @(posedge clk or negedge rst_n) begin
        if (!rst_n) begin
            s1_valid <= 0;
            s1_x0 <= 0; s1_x1 <= 0;
            s1_m0 <= 0; s1_c0 <= 0; s1_sat_low0 <= 0; s1_sat_high0 <= 0;
            s1_m1 <= 0; s1_c1 <= 0; s1_sat_low1 <= 0; s1_sat_high1 <= 0;
        end else begin
            s1_valid <= valid_in;
            s1_x0 <= x0_in;
            s1_x1 <= x1_in;
            if (x0_in < BP_0) begin
                s1_sat_low0 <= 1; s1_sat_high0 <= 0;  
                s1_m0 <= 0; s1_c0 <= 0;               
            end else if (x0_in >= BP_9) begin
                s1_sat_low0 <= 0; s1_sat_high0 <= 1;  
                s1_m0 <= 0; s1_c0 <= 0;               
            end else begin
                s1_sat_low0 <= 0; s1_sat_high0 <= 0;
                if (x0_in < BP_1) begin              
                    s1_m0 <= M_0; s1_c0 <= C_0;
                end else if (x0_in < BP_2) begin     
                    s1_m0 <= M_1; s1_c0 <= C_1;
                end else if (x0_in < BP_3) begin                        
                    s1_m0 <= M_2; s1_c0 <= C_2;
                end else if (x0_in < BP_4) begin
                    s1_m0 <= M_3; s1_c0 <= C_3;
                end else if (x0_in < BP_5) begin
                    s1_m0 <= M_4; s1_c0 <= C_4;
                end else if (x0_in < BP_6) begin
                    s1_m0 <= M_5; s1_c0 <= C_5;
                end else if (x0_in < BP_7) begin
                    s1_m0 <= M_6; s1_c0 <= C_6;
                end else if (x0_in < BP_8) begin
                    s1_m0 <= M_7; s1_c0 <= C_7;
                end else begin
                    s1_m0 <= M_8 ; s1_c0 <= C_8;
                end
            end
            if (x1_in < BP_0) begin
                s1_sat_low1 <= 1; s1_sat_high1 <= 0;
                s1_m1 <= 0; s1_c1 <= 0;
            end else if (x1_in >= BP_9) begin
                s1_sat_low1 <= 0; s1_sat_high1 <= 1;
                s1_m1 <= 0; s1_c1 <= 0;
            end else begin
                s1_sat_low1 <= 0; s1_sat_high1 <= 0;
                if (x1_in < BP_1) begin
                    s1_m1 <= M_0; s1_c1 <= C_0;
                end else if (x1_in < BP_2) begin
                    s1_m1 <= M_1; s1_c1 <= C_1;
                end else if (x1_in < BP_3) begin
                    s1_m1 <= M_2; s1_c1 <= C_2;
                end else if (x1_in < BP_4) begin
                    s1_m1 <= M_3; s1_c1 <= C_3;
                end else if (x1_in < BP_5) begin
                    s1_m1 <= M_4; s1_c1 <= C_4;
                end else if (x1_in < BP_6) begin
                    s1_m1 <= M_5; s1_c1 <= C_5;
                end else if (x1_in < BP_7) begin
                    s1_m1 <= M_6; s1_c1 <= C_6;
                end else if (x1_in < BP_8) begin
                    s1_m1 <= M_7; s1_c1 <= C_7;
                end else begin
                    s1_m1 <= M_8; s1_c1 <= C_8;
                end
            end
        end
    end
    reg s2_valid;
    reg signed [15:0] s2_y0, s2_y1;
    reg s2_sat_low0, s2_sat_high0;
    reg s2_sat_low1, s2_sat_high1;
    reg signed [31:0] mult_res0, mult_res1;
    always @(posedge clk or negedge rst_n) begin
        if (!rst_n) begin
            s2_valid <= 0;
            s2_y0 <= 0; s2_y1 <= 0;
            s2_sat_low0 <= 0; s2_sat_high0 <= 0;
            s2_sat_low1 <= 0; s2_sat_high1 <= 0;
        end else begin
            s2_valid <= s1_valid;
            s2_sat_low0 <= s1_sat_low0; s2_sat_high0 <= s1_sat_high0;
            s2_sat_low1 <= s1_sat_low1; s2_sat_high1 <= s1_sat_high1;
            mult_res0 = s1_m0 * s1_x0;
            s2_y0 <= (mult_res0 >>> 11) + s1_c0;
            mult_res1 = s1_m1 * s1_x1;
            s2_y1 <= (mult_res1 >>> 11) + s1_c1;
        end
    end
    always @(posedge clk or negedge rst_n) begin
        if (!rst_n) begin
            valid_out <= 0;
            y0_out <= 0; y1_out <= 0;
        end else begin
            valid_out <= s2_valid;
            if (s2_sat_low0)       y0_out <= SAT_LOW;
            else if (s2_sat_high0) y0_out <= SAT_HIGH;
            else                   y0_out <= s2_y0;
            if (s2_sat_low1)       y1_out <= SAT_LOW;
            else if (s2_sat_high1) y1_out <= SAT_HIGH;
            else                   y1_out <= s2_y1;
        end
    end
endmodule
--- ./run.sh ---
#!/bin/bash
# OpenROAD 26Q1-2900-gdf79404cd8, Yosys 0.63+post, stock flow scripts
make -C /OpenROAD-flow-scripts/flow DESIGN_CONFIG=/design/flow/config.mk WORK_HOME=/design/flow/orfs finish
--- ./config.mk ---
export PLATFORM = sky130hd
export DESIGN_NAME = tanh9slices
export DESIGN_NICKNAME = tanh9slices
export VERILOG_FILES = /design/flow/design.v
export SDC_FILE = /design/flow/constraint.sdc
export NUM_CORES = 4
export LEC_CHECK = 1
export CORE_UTILIZATION = 50
--- ./constraint.sdc ---
current_design tanh9slices

set clk_period 17.8
set clk_io_pct 0.2

create_clock -name clk0 -period $clk_period [get_ports {clk}]

set non_clock_inputs [all_inputs -no_clocks]
set_input_delay [expr $clk_period * $clk_io_pct] -clock clk0 $non_clock_inputs
set_output_delay [expr $clk_period * $clk_io_pct] -clock clk0 [all_outputs]
==> results.txt <==
Notes on the flow outputs.

- The largest net degree at the start of global routing reads about 55.
- The yosys synthesis warning count is 1.
- The final period demand of the worst path is 7.85 ns.
- The count of maximum capacitance violations reads 0.
- The post-synthesis instance total reads 1870.
- The portion of the clock cycle consumed by the worst path in the final layout reads 0.441.
- For this run, the detailed router's first-pass iteration total came to 5.
- The final setup violation count reads 0.
- The critical path's slowest stage uses the library cell sky130_fd_sc_hd__dfrtp_1.
- The primary flip-flop cell chosen by synthesis mapping reads sky130_fd_sc_hd__dfrtp_1.
- The final layout contains routed wiring with a total length of 39.7 mm.
- The cell type with the largest total area is sky130_fd_sc_hd__fa_1.
- TritonCTS built the clock tree.
- The first-iteration detailed-routing DRC count reads between 500 and 600.
- The worst slack at placement reads 9.93 ns.
- The leakage power total is between 10 and 15 nW.
- Per the timing report, the achievable frequency comes out to about 130 MHz.
- The critical path required time is ~18 ns.
- The via count of the first global-routing pass is 13.0k.
- The final number of hold-violating endpoints is 0.
- The initial utilization of the core area, before any placement, comes to 0.507.
- The clock tree root driver cell reads sky130_fd_sc_hd__clkbuf_16.
- The global-route wire length before repair reads 66.0 mm.
- The clock skew reads 0.0157 ns.
- The I/O pin total is a little under 70.
- The final estimated routing congestion in global placement is 0.965.
- The residual DRC count reads 0.
- Per the layout area report, the combinational gate area comes to 12500 um2.
- The kind of capture point of the worst setup path is a flip-flop.
- In the global route stage, overall resource usage came out at 0.249.
- The layout summary lists the proportion of cells stronger than drive strength 1 as 0.0291.
- The row count reads approximately 69.
- By area the synthesized netlist is led by sky130_fd_sc_hd__fa_1 33%, sky130_fd_sc_hd__dfrtp_1 20%, sky130_fd_sc_hd__ha_1 11%.
- The sequential-to-total area share from yosys stat reads 0.202.
- The final sum of negative setup slack reads 0 ns.
- The die is around 190 um wide.
- For this design, the sink count on the clock tree is 145.
- The maximum root-to-sink buffer count reads 2.
- The post-layout instance area is 19700 um2.
- The overall power consumption reads 1.87 mW.
- The flip-flop and latch area is between 3000 and 4000 um2.
- The most repeated library cell on the critical path reads sky130_fd_sc_hd__fa_1.
- The number of routed nets with antenna violations reads 0.
- Warnings raised by the tools during the run amount to 29.
- Dividing the detail-routed wire length by the instance count gives between 15 and 20 um.
- The die span in y is between 150 and 200 um.
- Between the synthesized netlist and the finished layout, the area growth was recorded as 9.38%.
- The async set or reset register ratio after synthesis is 1.00.
- The critical path buffer and inverter count is 3.
- The synthesized area is ~18000 um2.
- The kind of cell adding the most delay to the critical path reads adder cells.
- The worst slew slack as a fraction of its limit is 0.499.
- The average instance area after synthesis reads between 9 and 10 um2.
- The longest incremental delay of any stage on the critical path is reported as around 0.78 ns.
- The buffer count from post-CTS setup fixing is 0.
- The type of the most critical hold path is flip-flop to flip-flop.
- The clock buffer count from CTS reads 17.
- For the worst-skew pair, the clock arrives at the later sink with an insertion delay of ~0.43 ns.
- The clock-pin slew on the worst setup and hold paths is 0.07 ns.
- The clock tree synthesis step divided the H-tree into 4 levels.
- The number of filler cells placed in the layout is 3109.
- The ratio of routed vias to standard cells reads 5.14.
- Setup repair after global routing left no endpoint under its margin.
- VDD sags by at most roughly 0.078 mV.
- The critical path data arrival time is approximately 8.2 ns.
- The most frequent cell after synthesis reads sky130_fd_sc_hd__inv_1.
- The number of vias in the routed layout reads about 12k.
- The run finished with clean final reports.
- The number of buffer cells added on primary ports is roughly 67.
- The total placed instance area reads around 19000 um2.
- For this design, the CTS-stage hold fixing added 0 buffers.
- Yosys mapped a number of flops with a built-in enable equal to 0.
- The chip area reads around 37000 um2.
- By count the netlist is led by 442 x sky130_fd_sc_hd__inv_1, 300 x sky130_fd_sc_hd__fa_1, 207 x sky130_fd_sc_hd__nand2_1, 158 x sky130_fd_sc_hd__ha_1, 145 x sky130_fd_sc_hd__dfrtp_1.
- The post-synthesis cell count from yosys reads ~1.9k.
- The script computed a power per unit cell area of 95.2 nW/um2.
- The critical path maximum fanout is 20.
- The post-route worst setup slack reads 9.95 ns.
- The share of the synthesized area in the top cell type reads 0.334.
- The startpoint kind of the worst setup timing path reads a flip-flop.
- The cell resize tally after clock tree synthesis is 0.
- The critical path class is flip-flop to flip-flop.
- Detailed placement finished with a half-perimeter wire length of roughly 33 mm.
- The synthesized chip area reported by yosys reads roughly 18000 um2.
- The placeable core region is ~35000 um2.
- The number of antenna violations at the first check in global routing is 2.
- Yosys mapped the design onto about 71 distinct sky130hd cell types.
- The overflow left after global routing is 0.
- Pins over their slew limit in the final report were tallied at 0.
- The final core utilization reads 0.555.
- For the pin with the worst max-slew slack, the measured transition is around 0.75 ns.
- The number of synthesized register bits is ~150.
-- cells by family after synthesis --
group / after synthesis / share of synthesized area
xor gates and xnor gates: 84 / 0.0425
buffers and inverters: 489 / 0.102
AOI/OAI and AO/OA: 220 / 0.0867
DFF: 145 / 0.202
adders and majority gates: 458 / 0.443
and+or+nand+nor: 474 / 0.124
-- cell usage in the layout (no fill, tap or decap), drive strengths merged, types with 5 or more instances in the layout --
master           n
inv            449
xor2            27
or3              9
a21o            44
a2111oi          5
clkbuf          17
a211oi          11
o21ai           18
a21oi           56
clkinv           6
or2              6
nand2b           7
nor3            21
fa             300
o21bai          15
nand2          207
a31oi           10
xnor2           56
dfrtp          145
and3            14
ha             158
a31o             8
clkdlybuf4s50   66
o21a            15
nand3           12
buf              7
o211ai           6
nor2            87
and2            90
-- final timing paths --
check / startpoint / endpoint / slack (ns) / cells after the start
setup / recovery: s1_m0[7] / s2_y0[15] / 9.95 / 27
hold / removal: s1_sat_low0 / s2_sat_low0 / 0.35 / 0
setup reg to reg: s1_m0[7] / s2_y0[15] / 9.95 / 27
hold reg to reg: s1_sat_low0 / s2_sat_low0 / 0.35 / 0
max in group asynchronous: rst_n / s1_x1[0] / 13.12 / 3
min in group asynchronous: rst_n / y1_out[13] / 3.06 / 1
-- registers in the layout, indices dropped and copies added (netlist names), 11 cells and up --
name    cells
y1_out     16
s1_c1      11
s1_c0      11
s2_y0      16
y0_out     16
s1_x0      16
s2_y1      16
s1_x1      16
-- layer usage --
layer,global-route usage,part of all wire
met5,0,0.00033
met4,0.0418,0.020
met3,0.0645,0.054
met2,0.401,0.51
met1,0.367,0.42
-- where the power goes --
| part | leakage [nW] | switching, mW | internal [mW] |
|---|---|---|---|
| Combinational | 8.52 | 0.609 | 0.476 |
| Clock | 0.278 | 0.162 | 0.186 |
| Sequential | 1.76 | 0.0391 | 0.402 |
| Total | 10.6 | 0.811 | 1.06 |
-- cell type report --
class / count / share of cell area
timing repair buffer: 73 / 0.0364
clock inverter: 14 / 0.00744
antenna: 1 / 0.000127
clock buffer: 17 / 0.0216
multi-input combinational: 1236 / 0.637
inverter: 442 / 0.0843
sequential: 145 / 0.184
tap: 461 / 0.0293
-- stage by stage --
step / hold slack (ns) / cells
after global placement: 0.333 / 2357
after CTS: 0.349 / 2388
after global routing: 0.359 / 2388
after floorplan: 0.331 / 1870
after detailed placement: 0.335 / 2357
final: 0.348 / 2389
Power figures rest on the tool's default switching activity, not on a simulated workload.
