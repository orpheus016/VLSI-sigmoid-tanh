### config.mk
export PLATFORM = sky130hd
export DESIGN_NAME = sigmoid7slices
export DESIGN_NICKNAME = sigmoid7slices
export VERILOG_FILES = /design/flow/design.v
export SDC_FILE = /design/flow/constraint.sdc
export NUM_CORES = 4
export LEC_CHECK = 1
export CORE_UTILIZATION = 50
### constraint.sdc
current_design sigmoid7slices

set clk_period 9.4
set clk_io_pct 0.2

create_clock -name clk0 -period $clk_period [get_ports {clk}]

set non_clock_inputs [all_inputs -no_clocks]
set_input_delay [expr $clk_period * $clk_io_pct] -clock clk0 $non_clock_inputs
set_output_delay [expr $clk_period * $clk_io_pct] -clock clk0 [all_outputs]
### design.v
`timescale 1ns / 1ps
module sigmoid7slices (
    input wire clk,
    input wire rst_n,
    input wire signed [15:0] x0_in,  
    input wire signed [15:0] x1_in,  
    input wire valid_in,
    output reg signed [15:0] y0_out,  
    output reg signed [15:0] y1_out,  
    output reg valid_out
);
    localparam signed [15:0] BP_N6 = -16'sd12288;  
    localparam signed [15:0] BP_N4 = -16'sd8192;   
    localparam signed [15:0] BP_N2 = -16'sd4096;   
    localparam signed [15:0] BP_N1 = -16'sd2048;   
    localparam signed [15:0] BP_P1 =  16'sd2048;   
    localparam signed [15:0] BP_P2 =  16'sd4096;   
    localparam signed [15:0] BP_P4 =  16'sd8192;   
    localparam signed [15:0] BP_P6 =  16'sd12288;  
    localparam signed [15:0] M_CENTER = 16'sd473;  
    localparam signed [15:0] M_MID    = 16'sd307;  
    localparam signed [15:0] M_OUTER  = 16'sd104;  
    localparam signed [15:0] M_TAIL   = 16'sd16;   
    localparam signed [15:0] C_SEG1   = 16'sd100; 
    localparam signed [15:0] C_SEG2   = 16'sd451; 
    localparam signed [15:0] C_SEG3   = 16'sd857; 
    localparam signed [15:0] C_SEG4   = 16'sd1024;  
    localparam signed [15:0] C_SEG5   = 16'sd1191; 
    localparam signed [15:0] C_SEG6   = 16'sd1597; 
    localparam signed [15:0] C_SEG7   = 16'sd1948; 
    localparam signed [15:0] SAT_LOW  = 16'sd5;     
    localparam signed [15:0] SAT_HIGH = 16'sd2043;  
    reg s1_valid;
    reg signed [15:0] s1_x0, s1_x1;
    reg signed [15:0] s1_m0, s1_c0;
    reg signed [15:0] s1_m1, s1_c1;
    reg s1_sat_low0, s1_sat_high0;
    reg s1_sat_low1, s1_sat_high1;
    always @(posedge clk or negedge rst_n) begin
        if (!rst_n) begin
            s1_valid <= 0;
            s1_x0 <= 0; s1_x1 <= 0;
            s1_m0 <= 0; s1_c0 <= 0; s1_sat_low0 <= 0; s1_sat_high0 <= 0;
            s1_m1 <= 0; s1_c1 <= 0; s1_sat_low1 <= 0; s1_sat_high1 <= 0;
        end else begin
            s1_valid <= valid_in;
            s1_x0 <= x0_in;
            s1_x1 <= x1_in;
            if (x0_in < BP_N6) begin
                s1_sat_low0 <= 1; s1_sat_high0 <= 0;  
                s1_m0 <= 0; s1_c0 <= 0;
            end else if (x0_in > BP_P6) begin
                s1_sat_low0 <= 0; s1_sat_high0 <= 1;  
                s1_m0 <= 0; s1_c0 <= 0;
            end else begin
                s1_sat_low0 <= 0; s1_sat_high0 <= 0;
                if (x0_in < BP_N4) begin            
                    s1_m0 <= M_TAIL;   s1_c0 <= C_SEG1;
                end else if (x0_in < BP_N2) begin   
                    s1_m0 <= M_OUTER;  s1_c0 <= C_SEG2;
                end else if (x0_in < BP_N1) begin   
                    s1_m0 <= M_MID;    s1_c0 <= C_SEG3;
                end else if (x0_in < BP_P1) begin   
                    s1_m0 <= M_CENTER; s1_c0 <= C_SEG4;
                end else if (x0_in < BP_P2) begin   
                    s1_m0 <= M_MID;    s1_c0 <= C_SEG5;
                end else if (x0_in < BP_P4) begin   
                    s1_m0 <= M_OUTER;  s1_c0 <= C_SEG6;
                end else begin                      
                    s1_m0 <= M_TAIL;   s1_c0 <= C_SEG7;
                end
            end
            if (x1_in < BP_N6) begin
                s1_sat_low1 <= 1; s1_sat_high1 <= 0;
                s1_m1 <= 0; s1_c1 <= 0;
            end else if (x1_in > BP_P6) begin
                s1_sat_low1 <= 0; s1_sat_high1 <= 1;
                s1_m1 <= 0; s1_c1 <= 0;
            end else begin
                s1_sat_low1 <= 0; s1_sat_high1 <= 0;
                if (x1_in < BP_N4) begin
                    s1_m1 <= M_TAIL;   s1_c1 <= C_SEG1;
                end else if (x1_in < BP_N2) begin
                    s1_m1 <= M_OUTER;  s1_c1 <= C_SEG2;
                end else if (x1_in < BP_N1) begin
                    s1_m1 <= M_MID;    s1_c1 <= C_SEG3;
                end else if (x1_in < BP_P1) begin
                    s1_m1 <= M_CENTER; s1_c1 <= C_SEG4;
                end else if (x1_in < BP_P2) begin
                    s1_m1 <= M_MID;    s1_c1 <= C_SEG5;
                end else if (x1_in < BP_P4) begin
                    s1_m1 <= M_OUTER;  s1_c1 <= C_SEG6;
                end else begin
                    s1_m1 <= M_TAIL;   s1_c1 <= C_SEG7;
                end
            end
        end
    end
    reg s2_valid;
    reg signed [15:0] s2_y0, s2_y1;
    reg s2_sat_low0, s2_sat_high0;
    reg s2_sat_low1, s2_sat_high1;
    reg signed [31:0] mult_res0, mult_res1;
    always @(posedge clk or negedge rst_n) begin
        if (!rst_n) begin
            s2_valid <= 0;
            s2_y0 <= 0; s2_y1 <= 0;
            s2_sat_low0 <= 0; s2_sat_high0 <= 0;
            s2_sat_low1 <= 0; s2_sat_high1 <= 0;
        end else begin
            s2_valid <= s1_valid;
            s2_sat_low0 <= s1_sat_low0; s2_sat_high0 <= s1_sat_high0;
            s2_sat_low1 <= s1_sat_low1; s2_sat_high1 <= s1_sat_high1;
            mult_res0 = s1_m0 * s1_x0;
            s2_y0 <= (mult_res0 >>> 11) + s1_c0;
            mult_res1 = s1_m1 * s1_x1;
            s2_y1 <= (mult_res1 >>> 11) + s1_c1;
        end
    end
    always @(posedge clk or negedge rst_n) begin
        if (!rst_n) begin
            valid_out <= 0;
            y0_out <= 0; y1_out <= 0;
        end else begin
            valid_out <= s2_valid;
            if (s2_sat_low0)       y0_out <= SAT_LOW;
            else if (s2_sat_high0) y0_out <= SAT_HIGH;
            else                   y0_out <= s2_y0;
            if (s2_sat_low1)       y1_out <= SAT_LOW;
            else if (s2_sat_high1) y1_out <= SAT_HIGH;
            else                   y1_out <= s2_y1;
        end
    end
endmodule
### run.sh
#!/bin/bash
# OpenROAD 26Q1-2900-gdf79404cd8, Yosys 0.63+post, stock flow scripts
make -C /OpenROAD-flow-scripts/flow DESIGN_CONFIG=/design/flow/config.mk WORK_HOME=/design/flow/orfs finish
==> impl_metrics.tcl <==
# flow metrics
set metrics [dict create \
    status "finished, final reports clean" \
    hp-start "s2_valid" \
    htree_levels 4 \
    clk_path_buf_depth 2 \
    min_path_type "flop to flop" \
    crit_top_cell "fa_1" \
    io_buffers 67 \
    r2r_end "s2_y1[14]" \
    period_used_pct 77.7 \
    ys_cells 1554 \
    grt_pass1_wl_um 54100 \
    ys_area_um2 14900 \
    setup_viol_count_final 0 \
    peakVddDrop_mv 0.121 \
    clk_latency_ps 420 \
    dp_hpwl_um 25100 \
    nFillCells 2556 \
    wl_per_cell_um 15.1 \
    detail-route-antenna-nets 0 \
    cts_buffers 17 \
    rrSetupSlack_ps 2090 \
    flop_cell "dfrtp_1" \
    first_pass_iters 5 \
    die_area_um2 30600 \
    clkSlewWorstSetupHoldPaths_ps 60 \
    switching_power_uw 1010 \
    final_util_pct 57.2 \
    grt_pass1_vias 10998 \
    fin_worst_skew_ps 17.0 \
    critPathCaptureType "flop" \
    clock-sinks 135 \
    drive_gt1_share_pct 3.51 \
    ys_ff 135 \
    tns_ps 0 \
    core-area_um2 29000 \
    fp_util_pct 51.5 \
    seqPwrFrac_pct 29.0 \
    place_inst 1974 \
    rows 62 \
    ys_async_sr_fraction_pct 100 \
    fp.dieH_um 175 \
    finalHoldViolations 0 \
    synth_top_area_share_pct 28.1 \
    io_pins 68 \
    timing.rr.start "s1_c1[0]" \
    tightest_slew_ps 688 \
    power_frac_comb_pct 45.3 \
    total_power_uw 2660 \
    fmax_ghz 0.137 \
    grt_overflow 0 \
    area_leaders "fa_1 (28%), dfrtp_1 (23%), ha_1 (13%)" \
    gp_congestion 0.892 \
    ys_seq_share_pct 22.6 \
    worstHoldPathCells 0 \
    cts_root_buffer "clkbuf_16" \
    antenna_found_initial 1 \
    edf_count 0 \
    ys_warn_count 1 \
    final_cells 2007 \
    r2r_cells 29 \
    clockPowerShare_pct 25.7 \
    swShare_pct 37.8 \
    warning_count 27 \
    cts_resized 0 \
    viasPerCell 4.97 \
    drt-total-wl_um 30300 \
    slew_viol_final 0 \
    netlist_top_cells_count "inv_1 (391), fa_1 (210), ha_1 (160)" \
    worstSetupStartpointType "flop" \
    period_needed_ps 7310 \
    hold_buffers 0 \
    p_leak_uw 0.00890 \
    die-width_um 175 \
    critPathMaxFanout 17 \
    syn_inst 1554 \
    largest_area_cell "fa_1" \
    drc 0 \
    routed-via-count 9979 \
    grt_usage_pct 23.7 \
    relSlewSlack_pct 54.2 \
    cp.required_ps 9690 \
    rsz0062_at_grt "no" \
    dpl_worst_slack_ps 2100 \
    worstSetupPathType "flop to flop" \
    hold_path_end "valid_out" \
    drt_iter0_drc 384 \
    layout_setup_ws_ps 2090 \
    synthDistinctLibCells 63 \
    avgSynthCellArea_um2 9.61 \
    cap_violations 0 \
    grt_max_degree 58 \
    critPathLaunch "s1_c1[0]" \
    synthesis.area_um2 14900 \
    internal_power_uw 1650 \
    cts_tree "built" \
    critPathSlowestCell "dfrtp_1" \
    cp_slowest_stage_delay_ps 610 \
    most_common_cell "inv_1" \
    area_growth_pct 11.0 \
    powerDensity_nw_per_um2 160 \
    critical_path_arrival_ps 7600 \
    postCtsSetupBuffers 0 \
]
==> cells by family (layout without fill, tap and decap cells) <==
family / Yosys count / after routing / synth area share (%)
flip-flops: 135 / 135 / 22.6
AND/OR/NAND/NOR: 416 / 416 / 14.7
XOR/XNOR: 62 / 62 / 3.73
AND-OR/OR-AND: 146 / 146 / 6.66
other: 0 / 1 / 0
multiplexers: 1 / 1 / 0.0670
buffers and inverters: 424 / 492 / 10.7
adder cells (fa/ha/maj): 370 / 370 / 41.5
==> power by group through the flow <==
stage / combinational [uW] / sequential (uW) / clock [uW]
final: 1200 / 772 / 682
after CTS: 1230 / 775 / 698
after global routing: 1410 / 788 / 726
==> layout make-up <==
| cell class | instances | area [um2] | area share (%) |
|---|---|---|---|
| Sequential cell | 135 | 3380 | 20.4 |
| Inverter | 391 | 1470 | 8.85 |
| Timing Repair Buffer | 69 | 687 | 4.14 |
| Clock buffer | 17 | 425 | 2.56 |
| Antenna cell | 1 | 2.50 | 0.0151 |
| Clock inverter | 15 | 178 | 1.07 |
| Tap cell | 384 | 480 | 2.90 |
| Multi-Input combinational cell | 995 | 9970 | 60.1 |
==> metrics by stage <==
stage | hold slack (ps) | instance area [um2]
detailed placement | 335 | 16000
finish | 348 | 16600
global placement | 332 | 16000
floorplan | 331 | 14900
CTS | 349 | 16600
global route | 362 | 16600
==> critical path: cells and delay by family (launching register included) <==
family          cells  cell delay (ps)
compound gates      9             1680
xor+xnor            2              210
fa+ha+maj           7             3080
buf+inv             4              200
flops               1              610
simple gates        7             1400
==> state kept, by name, summed over array words and instances (netlist names), 5 cells and up <==
name,count
s1_x1,16
s1_m0,5
s1_c1,9
s1_x0,16
y0_out,16
s1_c0,9
s1_m1,5
s2_y1,16
s2_y0,16
y1_out,16
==> worst max path at each step <==
stage          endpoint  slack, ps  depth (start not counted)
CTS           s2_y1[14]       2070                         29
global route  s2_y1[14]       1680                         27
finish        s2_y1[14]       2090                         29
==> per-layer routing <==
layer | global-route usage, % | part of all wire [%] | routed length [um] | up-vias
met1 | 34.6 | 44 | 13300 | 4914
li1 | - | - | - | 4882
met5 | 0 | 0 | 0 | -
met3 | 3.93 | 3.6 | 1080 | 26
met4 | 3.04 | 1.7 | 517 | 0
met2 | 40.3 | 51 | 15500 | 157
==> placed cells by master, fill, tap and decap left out, types with 3 or more instances in the layout <==
cell type,netlist,routed
a211oi_1,3,3
a21o_1,18,18
a21oi_1,36,36
a31oi_1,10,10
and2_1,156,156
and3_1,7,7
and4_1,3,3
clkbuf_16,0,17
clkdlybuf4s50_1,0,66
dfrtp_1,135,135
fa_1,210,210
ha_1,160,160
inv_1,391,391
inv_6,0,4
inv_8,0,5
nand2_1,82,82
nand2b_1,5,5
nand3_1,21,21
nand4_1,11,11
nor2_1,78,78
nor2b_1,12,12
nor3_1,12,12
nor4_1,6,6
o21a_1,7,7
o21ai_0,29,29
o21bai_1,5,5
o22ai_1,4,4
o31ai_1,3,3
or2_2,6,6
or3_1,7,7
xnor2_1,45,45
xor2_1,16,16
Power figures rest on the tool's default switching activity, not on a simulated workload.
